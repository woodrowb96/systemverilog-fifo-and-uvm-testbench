## design/flow/run.sh

```bash
#!/bin/bash
# OpenROAD 26Q1-2900-gdf79404cd8, Yosys 0.63+post, stock flow scripts
make -C /OpenROAD-flow-scripts/flow DESIGN_CONFIG=/design/flow/config.mk WORK_HOME=/design/flow/orfs finish
```

## design/flow/config.mk

```make
export PLATFORM = sky130hd
export DESIGN_NAME = fifo
export DESIGN_NICKNAME = fifo
export VERILOG_FILES = /design/flow/design.v
export SDC_FILE = /design/flow/constraint.sdc
export NUM_CORES = 4
export LEC_CHECK = 1
export CORE_UTILIZATION = 50
```

## design/flow/constraint.sdc

```tcl
current_design fifo

set clk_period 4.2
set clk_io_pct 0.2

create_clock -name clk0 -period $clk_period [get_ports {clk}]

set non_clock_inputs [all_inputs -no_clocks]
set_input_delay [expr $clk_period * $clk_io_pct] -clock clk0 $non_clock_inputs
set_output_delay [expr $clk_period * $clk_io_pct] -clock clk0 [all_outputs]
```

## design/flow/design.v

```verilog
module fifo#(parameter LENGTH = 16, WIDTH = 8,ADDR_WIDTH = $clog2(LENGTH))
(
	input logic clk,
	input logic reset_n,			 
	input logic [WIDTH-1:0] wr_data,	 
	input logic wr,				 
	input logic rd,				 
	output logic [WIDTH-1:0] rd_data,	 
	output logic [ADDR_WIDTH:0] item_count,	 
	output logic full,			
	output logic empty,
	output logic underflow,
	output logic overflow
);	
	logic [WIDTH-1:0] buffer [LENGTH-1:0];	 
	logic [ADDR_WIDTH-1:0] wr_addr,rd_addr;	 
	assign full = (item_count == LENGTH);
	assign empty = (item_count == 'd0);	
	always_ff @(posedge clk,negedge reset_n) begin
		if(!reset_n) begin					 
			for(int i=0;i<LENGTH;i++) buffer[i] <= 0; 	 
			wr_addr <= 'd0;					 
		end 
		else if(wr && (~full || rd)) begin			 
		 	wr_addr <= wr_addr + 'd1;			 
			buffer[wr_addr]  <= wr_data;			 
		end
	end
	always_ff @(posedge clk,negedge reset_n) begin	
		if(!reset_n) begin			 
			rd_addr	<= 'd0;			 
			rd_data <= 'd0;
		end
		else if(rd && ~empty) begin		 
		 	rd_addr <= rd_addr + 'd1;	 
			rd_data <= buffer[rd_addr];	 
		end
	end
	always_ff @(posedge clk,negedge reset_n)
		if(!reset_n) 			overflow <= 'd0;	 
		else if(full && wr && !rd)	overflow <= 'd1;	 
		else 				overflow <= 'd0;	 
	always_ff @(posedge clk,negedge reset_n)
		if(!reset_n) 		underflow <= 'd0;		 
		else if(empty && rd)	underflow <= 'd1;		 
		else 			underflow <= 'd0;		 
	always_ff @(posedge clk, negedge reset_n)
		if(!reset_n) item_count <= 'd0;					 
		else begin
			casez({wr,rd,!full,!empty})
				4'b01?1: item_count <= item_count - 'd1;	 
				4'b101?: item_count <= item_count + 'd1;	 
				4'b1110: item_count <= item_count + 'd1;	 
				default: item_count <= item_count;		 
			endcase	
		end
endmodule
```

==> run_results.csv <==
group,metric,value,unit
place,post-dp-hpwl,10700,um
place,routabilityCongestion,0.921,
power,p_int,4.18,mW
cts,clock_path_buffers,2,
power,switching_share,35.3,%
die,io_pins,29,
status,outcome,"completed",
worst_setup_path,end_kind,"flip-flop",
global_routing,grt_pass1_vias,4837,
power,power_density,790,mW/mm^2
worst_setup_path,startpoint_type,"input port",
final_timing,worstMarginPinSlew,0.849,ns
cts,cts_buffers,17,
run,maxCapViolCount,0,
drt,num_vias,4736,
final_timing,slew_headroom,43.1,%
synth,synth_top_area_share,52.9,%
drt,via_per_inst,6.08,
final_timing,fin_crit,3.04,ns
power,combPwrFrac,36.9,%
synth,ff_type,"dfrtp_1",
synth,synth_stat.cells,564,
final_timing,finalSetupTns,0,ns
synth,ys_types,53,
synth,ys.flops,151,
drt,n_antenna_cell,0,
global_routing,grt_usage,26.7,%
drt,drc,0,
die,std_cell_rows,43,
synth,synth_seq_share,52.9,%
layout,fin_util,59.0,%
drt,postRouteAntennaNets,0,
worst_setup_path,crit_type,"input port to flip-flop",
layout,final_cells,779,
place,io_buffer_count,28,
cts,path_clk_slew,0.06,ns
synth,top_cells_by_count,"dfrtp_1, mux2_1, clkbuf_1",
global_routing,grt_max_degree,80,
cts,cts_resized,0,
synth,synth-edff-count,0,
drt,first_iter_violations,324,
worst_setup_path,cp.arrival,3.33,ns
synth,postSynth.asyncResetShare,100,%
final_timing,setup_viol,0,
cts,clock_sinks,151,
die,fp-utilization,51.4,%
final_timing,skew,0.00594,ns
power,power_leakage,3.55,nW
die,die_w,121,um
drt,routedWlPerCell,22.1,um
place,dp_cells,747,
layout,drive_above_1_share,10.9,%
cts,h-tree-depth,4,
cts,clk_latency,0.41,ns
cts,ctsRootBufferMaster,"clkbuf_16",
cts,tritoncts,"yes",
synth,synth_warnings,2,
drt,dr.pass1.iters,7,
power,ir_worst_vdd,0.445,mV
cts,cts_hold_buffers,0,
power,seqPwrFrac,39.8,%
final_timing,finalMaxSlewViolations,0,
layout,areaGrowthSynthToFinish,14.6,%
power,switching_power,2.28,mW
run,warning_count,31,
die,die-area,0.0148,sq mm
final_timing,rsz0062_at_grt,"no",
worst_setup_path,critPathMaxFanout,17,
drt,routed_wirelength,17200,um
synth,netlist_instances,564,
global_routing,overflow,0,
synth,ys_area,0.00714,sq mm
die,die_h,121,um
final_timing,hold_violations,0,
layout,fillers,1094,
cts,postCtsSetupRepairBufs,0,
final_timing,fmax,329,MHz
global_routing,antenna_found_initial,0,
synth,most_common_cell,"dfrtp_1",
synth,yosysTopAreaCell,"dfrtp_1",
worst_setup_path,cp.required,4.49,ns
power,p_clk_share,23.3,%
final_timing,finalCritPeriodShare,72.3,%
min_path,holdCritPathClass,"input port to async pin",
synth,synth_area,0.00714,sq mm
synth,syn_area_per_cell,12.7,sq um
die,core-area,0.0139,sq mm
global_routing,grt_pass1_wl,27700,um
synth,topCellsByArea,"dfrtp_1, mux2_1, a22oi_1",
## power by group through the flow
stage | Sequential (mW) | Clock [mW] | Combinational [mW]
final | 2.57 | 1.51 | 2.39
after global routing | 2.67 | 1.60 | 2.65
after CTS | 2.57 | 1.53 | 2.40
## flip-flops by register name (all words and copies together) (netlist names)
register and cells:
rd_data 8, rd_addr 4, underflow 1, item_count 5, buffer 128, wr_addr 4
overflow 1
## worst max-delay path: stages
cell,delay (ns)
clkdlybuf4s50_1,0.83
o21ai_1,0.16
nor2_1,0.20
inv_1,0.11
ha_1,0.36
nor2b_1,0.16
o21ai_0,0.12
a41o_1,0.25
a221o_1,0.28
## through the flow
stage          hold WS, ns  worst slack (ns)  total power, mW  cell area, sq um
6_report             0.442              1.16             6.46              8180
5_1_grt              0.489             0.944             6.92              8180
4_1_cts              0.477              1.17             6.50              8180
3_5_place_dp         0.466             0.805             4.97              7590
3_3_place_gp         0.458             0.823             4.90              7590
2_1_floorplan        0.448              1.20             4.15              7140
## final timing paths
path	start	end	slack (ns)	cells after the start
setup / recovery	wr	item_count[4]$_DFFE_PN0P_	1.16	9
hold / removal	reset_n	buffer[3][7]$_DFFE_PN0P_	0.44	1
setup reg to reg	item_count[1]$_DFFE_PN0P_	item_count[4]$_DFFE_PN0P_	1.37	8
hold reg to reg	buffer[2][1]$_DFFE_PN0P_	buffer[2][1]$_DFFE_PN0P_	0.48	1
max in group asynchronous	reset_n	buffer[9][4]$_DFFE_PN0P_	2.67	2
min in group clk0	buffer[2][1]$_DFFE_PN0P_	buffer[2][1]$_DFFE_PN0P_	0.48	1
## layout make-up
cell class	count	area, sq um	share of cell area (%)
Sequential cell	151	3780	46.2
Multi-Input combinational cell	366	3180	38.8
Clock buffer	21	470	5.75
Timing Repair Buffer	40	372	4.54
Tap cell	180	225	2.75
Clock inverter	11	123	1.50
Inverter	10	37.5	0.459
## logic make-up (layout without fill, tap and decap cells)
family	Yosys count	in the layout	synth area share, %
simple gates	103	103	8.32
mux	146	146	22.8
fa+ha+maj	12	12	2.21
compound gates	96	96	10.1
buf+inv	47	82	2.56
xor+xnor	9	9	1.10
flops	151	151	52.9
## layout by cell type (no fill, tap or decap), drive strengths merged, types with 5 or more instances in the layout
cell	count
a311oi	5
inv	11
o22ai	8
mux2i	13
a21oi	10
nor3	7
clkbuf	21
o21ai	12
xnor2	9
a221oi	5
dfrtp	151
nor2	19
nand4	6
nand2	29
ha	11
clkdlybuf4s50	27
nand3	13
mux2	133
nand2b	5
a22oi	25
buf	13
nand3b	7
a222oi	9
## routing by layer
| layer | vias up | share of wire, % | GRT usage, % |
|---|---|---|---|
| met5 | - | 0 | 0 |
| met4 | 0 | 1.9 | 4.40 |
| met3 | 16 | 7.5 | 8.49 |
| met2 | 133 | 46 | 39.5 |
| met1 | 2448 | 45 | 41.0 |
| li1 | 2139 | - | - |
Power and IR drop assume default switching activity.
